## config.mk

```make
export PLATFORM = sky130hd
export DESIGN_NAME = WB
export DESIGN_NICKNAME = WB
export VERILOG_FILES = /design/flow/design.v
export SDC_FILE = /design/flow/constraint.sdc
export NUM_CORES = 4
export LEC_CHECK = 1
export CORE_UTILIZATION = 40
```

## run.sh

```bash
#!/bin/bash
# OpenROAD 26Q1-2900-gdf79404cd8, Yosys 0.63+post, stock flow scripts
make -C /OpenROAD-flow-scripts/flow DESIGN_CONFIG=/design/flow/config.mk WORK_HOME=/design/flow/orfs finish
```

## design.v

```verilog
module WB (	CLK,
		RESET,
		do_writeback1,
		aluResult1_OUT,
		writeRegister1,
		writeRegister1_OUT,
		writeData1_OUT,
		do_writeback1_OUT,
		aluResult1,
		Data_input1,
		MemtoReg1
		);
   output reg      [31: 0] writeData1_OUT;
   output reg      [31: 0] aluResult1_OUT;
   output reg      [ 4: 0] writeRegister1_OUT;
   output reg	      do_writeback1_OUT;
   input	   [31: 0] aluResult1;
   input	   [31: 0] Data_input1;
   input	   [ 4: 0] writeRegister1;
   input   		   MemtoReg1;
   input  		   CLK;
   input   		   RESET;
   input	    	   do_writeback1;     
   wire		    do_writeback1;     
always @ (posedge CLK)
	begin
	if (do_writeback1)
		begin	
			writeData1_OUT <= Data_input1;
			aluResult1_OUT <= aluResult1;
			writeRegister1_OUT <= writeRegister1;
			do_writeback1_OUT <= do_writeback1;
		end	
	end
endmodule
```

## constraint.sdc

```tcl
current_design WB

set clk_period 1.0
set clk_io_pct 0.2

create_clock -name clk0 -period $clk_period [get_ports {CLK}]

set non_clock_inputs [all_inputs -no_clocks]
set_input_delay [expr $clk_period * $clk_io_pct] -clock clk0 $non_clock_inputs
set_output_delay [expr $clk_period * $clk_io_pct] -clock clk0 [all_outputs]
```

==> run notes <==
Summary of the current implementation state.

- The run finished, with violations left.
- The checks that failed: negative setup slack.
- The largest net degree at the start of global routing is 35, for reference.
- The final core utilization is 0.696, for reference.
- The setup path with the least slack is of type flip-flop to output pin.
- The worst setup timing slack at the placement stage is -47.4 ps, for reference.
- Pins over their slew limit in the final report were tallied at 0.
- The number of different library cells used by synthesis comes to 3.
- Setup repair after global routing could not meet its margin everywhere.
- The clock passes through at most 2 buffers.
- The required time of the critical path is 800 ps, for reference.
- The peak per-stage delay on the critical path is around 400 ps, for reference.
- The final layout contains routed wiring with a total length of around 4.7 mm.
- The detailed-routing iteration count for the pre-antenna-repair pass is 4, for reference.
- The maximum net fanout on the critical path is 1, for reference.
- The number of global-route vias before repair is approximately 1300.
- The I/O pin total is 143, for reference.
- The minimum clock period is between 1000 and 1500 ps, for reference.
- The OpenROAD report gives the critical path a data arrival time of ~880 ps.
- The cell count after synthesis came out at just over 70.
- Of the cells placed in the final design, the portion with a size suffix greater than 1 is 0.370.
- The worst setup slack after layout is -75.7 ps, for reference.
- The synthesis report lists the Yosys warning total as 1.
- For this run, the chip area from Yosys synthesis comes to roughly 0.0021 mm².
- The number of antenna violations at the first check in global routing is 0, for reference.
- The post-synthesis cell count from yosys is between 70 and 80, for reference.
- The post-route DRC violation count is 0, for reference.
- The number of rows in the core area is 25, for reference.
- The register clock-pin slew on the reported worst setup and hold paths is roughly 60 ps, for reference.
- The H-tree depth reported by CTS is 3, for reference.
- The final RePlAce weighted congestion is between 0.6 and 0.7, for reference.
- Nets still carrying antenna violations after routing amount to 0.
- For this run, the final setup violation count is recorded as 26.
- Dividing the synthesized area by the synthesized cell count gives between 20 and 30 µm².
- Together, buffers and inverters on the worst path number 1.
- In the layout the commonest cells are sky130_fd_sc_hd__buf_2 (70), sky130_fd_sc_hd__edfxtp_1 (69), sky130_fd_sc_hd__clkdlybuf4s50_1 (69).
- The share of the core area taken by cells at floorplan is 0.427.
- The number of OpenROAD warnings is 30, for reference.
- Total global-route track usage over all layers is 0.187.
- The setup fix buffers added after clock tree synthesis is 0, for reference.
- The combined area of the multi-input logic cells is about 3.8 µm², for reference.
- Of the synthesized area, sequential elements account for 0.995.
- The power consumption is between 5 and 6 mW, for reference.
- Dividing the detail-routed via count by the number of cells gives ~4.4.
- The floorplan core area is just under 0.005 mm², for reference.
- The slowest stage of the critical path belongs to the cell sky130_fd_sc_hd__edfxtp_1.
- Relative to the synthesized area, the layout overhead comes to 63.1%.
- Switching power as a fraction of the total was reported as 0.181.
- Among logic cells in the layout, the one with the most instances is sky130_fd_sc_hd__buf_2.
- STA reports the tightest min-delay check as being of type input pin to flip-flop.
- The number of DRC markers after the initial detailed-route iteration is 39, for reference.
- The die boundary height is about 74 µm, for reference.
- For this design the ratio of total power to cell area is roughly 1700 mW/mm².
- Recorded from the global router log, the overflow total was 0.
- According to the dpl log, the detail-placed design has an HPWL of roughly 3.4 mm.
- The proportion of power drawn by the clock network is 0.301, for reference.
- The final hold violation count is 0, for reference.
- The count of antenna diodes in the layout is 0, for reference.
- In this design, the largest share of critical-path delay is due to flip-flops.
- The power report attributes to the sequential group a share of 0.609.
- Counting the fill cells in the layout gives 369.
- The count of buffers inserted at the top-level ports is around 140, for reference.
- The internal power is about 4.7 mW, for reference.
- The number of vias after detailed routing is roughly 1300, for reference.
- The number of synthesized register bits is 69, for reference.
- TritonCTS created 9 clock buffers.
- In this run the critical path is formed by buf_2.
- The clock net in this run drives a total of a little under 70 sinks.
- Registers take 0.00207 mm².
- The part of the cycle the worst path needs is 1.08, for reference.
- The mapped cell area is 0.00208 mm², for reference.
- The static power due to leakage is about 1.3 nW, for reference.
- STA classifies the critical path endpoint as an output pin.
- The first-pass GRT wire length is between 6 and 7 mm, for reference.
- For this design the total switching power over the nets is around 1.0 mW.
- The CTS tree is built, for reference.
- Timing would allow up to roughly 930 MHz.
- The critical path launch point type is a flip-flop, for reference.
- The share of total power in combinational logic is 0.090, for reference.
- Max-cap violations in this run came to 0.
- In the final routed layout, each cell accounts on average for approximately 16 µm.
- The die is between 70 and 80 µm wide.
- The die covers around 0.0055 mm².
- The cell sitting at the root of the clock tree is a sky130_fd_sc_hd__clkbuf_8.
- The maximum VDD drop is 1080 µV, for reference.
==> layer usage <==
metal,up-vias,global-route usage,share of wire
li1,591,-,-
met1,576,0.291,0.37
met2,106,0.242,0.42
met3,7,0.132,0.20
met4,0,0.0363,0.014
met5,-,0,0
==> sequential cells by signal (all words and copies together), names as in the netlist <==
name and count:
aluResult1_OUT 32, writeData1_OUT 32, writeRegister1_OUT 5
==> power groups by stage <==
| stage | logic [mW] | registers [mW] | clock network [mW] |
|---|---|---|---|
| final | 0.516 | 3.49 | 1.72 |
| after global routing | 0.566 | 3.51 | 1.91 |
| after CTS | 0.527 | 3.49 | 1.78 |
==> area by class of cell <==
type	count	area share
sequential	69	0.610
timing repair buffer	142	0.320
clock buffer	12	0.0398
tap	67	0.0247
clock inverter	3	0.00405
multi-input combinational	1	0.00110
==> stage by stage <==
step                hold WS (ps)  std cells  instance area [µm²]  setup TNS, ps
floorplan                    299         71                 2080              0
global placement             675        279                 3590              0
detailed placement           681        279                 3590          -99.3
CTS                          339        294                 3400          -1390
global route                 355        294                 3400          -2950
finish                       351        294                 3400           -335
==> synth_stat cells (all sizes together) <==
cell,number,area share
buf,1,0.0036
edfxtp,69,0.99
conb,1,0.0018
==> path summary, 6_finish.rpt <==
| kind | slack [ps] | to | cells after the start | startpoint |
|---|---|---|---|---|
| max | -80 | writeData1_OUT[10] | 1 | writeData1_OUT[10] |
| min | 350 | aluResult1_OUT[12] | 2 | do_writeback1 |
==> cell families after synthesis <==
family                 count (synthesis)  synth area share
other                                  1           0.00180
buffers and inverters                  1           0.00360
flip-flops                            69             0.995
==> what timing repair did <==
action	CTS	global route
resized	210	0
endpoints found under the setup margin	69	69
hold buffers	0	0
Power is estimated from default activity; no workload was simulated.
